$ cat ./design.v
`timescale 1ns / 1ps
module lcd_top(
    output reg LCD_RS,
    output reg LCD_RW,
    output reg LCD_E,
    output reg[7:0] DATA,
    input [7:0] DATA_IN,
    input neg_sign,
    input clk
    );
    parameter str_len = 9;
    reg [31:0]count=0;
    reg [7:0]data;
    reg [1:0]state =0;
    reg [1:0]new_state=0 ;
    reg init_done=0;
    reg [str_len*8-1:0]string = "Result : ";
    reg [3:0]i = str_len-1;
    parameter S0 = 2'b00,
            S1 = 2'b01,
            S2 = 2'b10;
    always @(DATA_IN)begin
        data<= DATA_IN | 8'h0x30;
        new_state <= (init_done)?S1:S0;
    end
    always @(new_state)begin
        state<=new_state;
        end
    always @(posedge clk)begin  
        count <= (state==S2&&init_done)?0:count + 1;
        case(state)
        S0  :   case(count)
                 80 : begin LCD_RS <= 1'b0;  LCD_RW <= 1'b0;   LCD_E <= 1'b0;  end
                 100: begin LCD_E <= 1'b0; LCD_RS <= 1'b0; end
                 10000:   DATA <= 8'h0x30;       
                 10100:      LCD_E <= 1'b1;
                 10300:      LCD_E <= 1'b0; 
                 12000:   DATA <= 8'h0x30;       
                 12100:      LCD_E <= 1'b1;
                 12300:      LCD_E <= 1'b0; 
                 14000:   DATA <= 8'h0x30;       
                 14100:      LCD_E <= 1'b1;
                 14300:      LCD_E <= 1'b0; 
                 16000:   DATA <= 8'h0x38;       
                 16100:      LCD_E <= 1'b1;
                 16300:      LCD_E <= 1'b0;      
                 40000:  DATA <= 8'h0x0E;        
                 40100:      LCD_E <= 1'b1;
                 40300:      LCD_E <= 1'b0;      
                 60000:  DATA <= 8'h0x06;        
                 60100:      LCD_E <= 1'b1;
                 60300:      LCD_E <= 1'b0;      
                 80000:  begin LCD_RS = 1'b1;  DATA = string[8*i +: 7]; end   
                 80100:      LCD_E <= 1'b1;
                 80300:      begin    LCD_E <= 1'b0; i = i-1; end
                 100000: begin LCD_RS = 1'b1; DATA = string[8*i +: 7];end
                 100100:      LCD_E <= 1'b1;
                 100300:      begin    LCD_E <= 1'b0; i = i-1; end
                 120000:  begin LCD_RS = 1'b1;  DATA = string[8*i +: 7]; end 
                 120100:      LCD_E <= 1'b1;
                 120300:      begin    LCD_E <= 1'b0; i = i-1; end
                 140000:  begin LCD_RS = 1'b1;  DATA = string[8*i +: 7];end 
                 140100:      LCD_E <= 1'b1;
                 140300:      begin    LCD_E <= 1'b0; i = i-1; end
                 160000:  begin LCD_RS = 1'b1;  DATA = string[8*i +: 7];end  
                 160100:      LCD_E <= 1'b1;
                 160300:      begin    LCD_E <= 1'b0; i = i-1; end
                 200000:  begin LCD_RS = 1'b1; DATA = string[8*i +: 7]; end  
                 200100:      LCD_E <= 1'b1;
                 200300:      begin    LCD_E <= 1'b0; i = i-1; end
                 220000:    begin LCD_RS = 1'b1; DATA = string[8*i +: 7]; end
                 220100:      LCD_E <= 1'b1;
                 220300:      begin    LCD_E <= 1'b0; i = i-1; end
                 240000:    begin LCD_RS = 1'b1; DATA = string[8*i +: 7]; end
                 240100:      LCD_E <= 1'b1;
                 240300:      begin    LCD_E <= 1'b0; i = i-1; end
                 260000:    begin LCD_RS = 1'b1;  DATA = string[8*i +: 7]; end
                 260100:      LCD_E <= 1'b1;
                 260300:      begin    LCD_E <= 1'b0; i = i-1; end
                 280000:      begin    new_state<= S2;  end
                  default: ;         
            endcase
           S1   :   case(count)
                     10000:    begin LCD_RS = 1'b1;  DATA = (neg_sign)?8'h0x2D:8'h0x20; end
                     10100:      LCD_E <= 1'b1;
                     10300:      begin    LCD_E <= 1'b0; end
                     12000:    begin LCD_RS = 1'b1;  DATA = data; end
                     12100:      LCD_E <= 1'b1;
                     12300:      begin    LCD_E <= 1'b0; end
                     14000:  begin LCD_RS = 1'b0; DATA <= 8'h0x8B;end   
                     14100:      LCD_E <= 1'b1;
                     14300:      begin    LCD_E <= 1'b0;  new_state <= S2; end
                     default:     ;
                 endcase
           S2   :  ;
           default: ;
        endcase
    end
endmodule
$ cat ./constraint.sdc
current_design lcd_top

set clk_period 6.0
set clk_io_pct 0.2

create_clock -name clk0 -period $clk_period [get_ports {clk}]

set non_clock_inputs [all_inputs -no_clocks]
set_input_delay [expr $clk_period * $clk_io_pct] -clock clk0 $non_clock_inputs
set_output_delay [expr $clk_period * $clk_io_pct] -clock clk0 [all_outputs]
$ cat ./run.sh
#!/bin/bash
# OpenROAD 26Q1-2900-gdf79404cd8, Yosys 0.63+post, stock flow scripts
make -C /OpenROAD-flow-scripts/flow DESIGN_CONFIG=/design/flow/config.mk WORK_HOME=/design/flow/orfs finish
$ cat ./config.mk
export PLATFORM = sky130hd
export DESIGN_NAME = lcd_top
export DESIGN_NICKNAME = lcd_top
export VERILOG_FILES = /design/flow/design.v
export SDC_FILE = /design/flow/constraint.sdc
export NUM_CORES = 4
export LEC_CHECK = 1
export CORE_UTILIZATION = 50
==> summary.rpt <==
==== FLOW RESULTS ====
----------------------------------------------------
[Routing]
  Remaining number of nets flagged by the antenna check after routing ........................ 0
  Vias per Instance ........................ 6.277
  Total vias in the final route ........................ 2,473
  Initial DRT Pass Iterations ........................ 5
  Detailed-route wire length ........................ 6.441 mm
  Diodes inserted ........................ 0
  Initial DRC Count ........................ 232
  Drt wl/cell ........................ 16.35 um
  Final routed DRC violation total ........................ 0

[Global routing]
  Antenna violations before repair ........................ 0
  First-pass GRT wire length ........................ 11.00 mm
  GR Overflow Total ........................ 0
  Vias in the first global route ........................ 2,209
  Pin count of the biggest net entering global routing ........................ 20
  Global Route Usage Sum ........................ 0.2268

[Floorplanning]
  Init Core Util ........................ 0.5318
  Horizontal extent of the die ........................ 79.47 um
  I/O pins ........................ 21
  Chip area ........................ 6315 um2
  Row Count ........................ 27
  Chip Height ........................ 79.47 um
  Core area ........................ 5642 um2

[Clocking]
  Number of gates resized after cts ........................ 0
  CTS H-tree depth ........................ 2
  Count of hold buffers inserted by post-cts repair ........................ 0
  Worst-skew pair later-pin latency ........................ 300 ps
  Maximum root-to-sink buffer count ........................ 2
  Inserted Clock Buffers ........................ 5
  Clock slew at the register clock pins of the worst setup and hold paths ........................ 90 ps
  Number of buffers inserted by post-CTS setup repair ........................ 0
  Clk Tree Root Cell ........................ sky130_fd_sc_hd__clkbuf_8
  TritonCTS clock tree ........................ built
  TritonCTS sink count ........................ 45

[Critical path]
  CP max stage cell ........................ sky130_fd_sc_hd__dfxtp_1
  Family of cells with the greatest summed delay on the critical path ........................ AND-OR/OR-AND gates
  Bufs and invs on worst path ........................ 0
  Arrival @ worst endpoint ........................ 2910 ps
  Type of destination of the critical path ........................ flip-flop
  CP cell instances ........................ nor2b_1 -> nand4_1 -> o31ai_1 -> o211ai_1 -> a2111o_1 -> o211ai_1
  Reg2reg setup slack ........................ 3040 ps
  CP peak stage delay ........................ 670 ps
  CP most frequent cell ........................ sky130_fd_sc_hd__o211ai_1
  Startpoint Class ........................ flip-flop
  Critical path fanouts, max ........................ 15
  Startpoint of the worst register-to-register path ........................ count[12]
  FF-to-FF path depth ........................ 6
  Classification of the worst setup path ........................ flip-flop to flip-flop
  Required time of the critical path ........................ 5940 ps
  Worst r2r dst ........................ DATA[5]

[Synth]
  Area fraction in compound gates after synthesis ........................ 0.1209
  Main flop type ........................ sky130_fd_sc_hd__dfxtp_1
  Number of warnings printed during yosys synthesis ........................ 1
  XOR-XNOR Cells, Area Fraction ........................ 0.09049
  Number of distinct library cells after synthesis ........................ 64
  Asr flop ratio synth ........................ 0
  Cell total in the yosys stat output ........................ 330
  Biggest combinational cell group after synthesis ........................ simple AND/OR/NAND/NOR gates
  Mux area share ........................ 0.006672
  Sequential-to-total area share from yosys stat ........................ 0.3436
  Synthesized flop and latch total ........................ 45
  Synth Instances ........................ 330
  Simple-Gate Area Share ........................ 0.3307
  Number of flops mapped to enable cells by yosys ........................ 13
  Area figure in the yosys stat output ........................ 3000 um2
  Average cell area after synthesis ........................ 9.092 um2
  Cell area after technology mapping ........................ 3000 um2
  Adder share ........................ 0.03336

[Placed design]
  Final Wtd Congestion ........................ 0.9348
  Worst slack at placement ........................ 3119 ps
  HPWL after detailed placement ........................ 4.590 mm
  Count of input and output buffers ........................ 9
  Inst Count DP ........................ 386

[Pwr]
  Peak supply drop ........................ 0.00008842 V
  Leakage ........................ 1.064 nW
  Pwr Total ........................ 505.1 uW
  Cell Pwr Density ........................ 162.4 nW/um2

[Timing]
  Pin slew with the least headroom to its limit ........................ 716.6 ps
  Final WS setup ........................ 3036 ps
  Post-layout min period ........................ 2964 ps
  Share of the cycle needed by the critical path after routing ........................ 0.4940
  Final Hold Vio Count ........................ 0
  Highest attainable clock frequency ........................ 337.4 MHz
  Unrepaired setup endpoints after global routing ........................ false
  Aggregate negative setup slack ........................ 0 ps
  Max-slew violation total from the final report ........................ 0
  Worst-case clock skew ........................ 2.538 ps
  Final setup violation count ........................ 0
  Max-slew headroom at the worst pin ........................ 0.5179

[Hold path]
  HP Class ........................ flip-flop to flip-flop
  Worst hold path depth ........................ 1
  Hold worst-path end ........................ count[31]
  HP Start ........................ count[31]

[Finish]
  P&R area growth vs syn ........................ 3.628%
  Count of placed standard cells in the final layout, fillers left out ........................ 394
  Storage element area ........................ 1031 um2
  Share of final-layout standard cells stronger than drive strength 1 ........................ 0.06522
  Count of filler cells inserted in the layout ........................ 519
  Utilization after layout ........................ 0.5511
  Footprint of the multi-input gates ........................ 1754 um2

[Job]
  Max-cap violations ........................ 0
  OpenROAD warning count ........................ 39

[Status]
  Run status ........................ completed

----------------------------------------------------
[placed cells by master, fill, tap and decap left out, types with 10 or more instances in the layout]
| cell type | n |
|---|---|
| sky130_fd_sc_hd__and3_1 | 10 |
| sky130_fd_sc_hd__dfxtp_1 | 32 |
| sky130_fd_sc_hd__edfxtp_1 | 13 |
| sky130_fd_sc_hd__inv_1 | 14 |
| sky130_fd_sc_hd__nand2_1 | 24 |
| sky130_fd_sc_hd__nand3_1 | 25 |
| sky130_fd_sc_hd__nand4_1 | 18 |
| sky130_fd_sc_hd__nor2_1 | 12 |
| sky130_fd_sc_hd__nor3_1 | 10 |
| sky130_fd_sc_hd__xnor2_1 | 22 |
[logic make-up after synthesis]
group | Yosys count
compound gates | 47
xor+xnor | 31
fa+ha+maj | 8
buf+inv | 40
flops | 45
mux | 2
other cells | 1
simple gates | 156
[power breakdown]
group	switching, mW	total, mW	internal, mW
combinational	0.0000235	0.0000241	0
sequential	0	0.310	0.310
clock	0.112	0.195	0.0828
total	0.112	0.505	0.393
[sequential cells by signal, summed over array words and instances, names as in the netlist]
register  cells
DATA          7
LCD_E         1
LCD_RS        1
count        32
i             4
[synth_stat cells, types with 9 or more instances]
cell type                  number  area (um2)
sky130_fd_sc_hd__nor2_1        12       45.04
sky130_fd_sc_hd__and3_1        10       62.56
sky130_fd_sc_hd__nand2_1       24       90.09
sky130_fd_sc_hd__nand4_1       18       112.6
sky130_fd_sc_hd__inv_1         14       52.55
sky130_fd_sc_hd__nor3_1        10       50.05
sky130_fd_sc_hd__dfxtp_1       32       640.6
sky130_fd_sc_hd__edfxtp_1      13       390.4
sky130_fd_sc_hd__xor2_1         9       78.83
sky130_fd_sc_hd__xnor2_1       22       192.7
sky130_fd_sc_hd__nand3_1       25       125.1
sky130_fd_sc_hd__buf_4         10       75.07
[metrics by stage]
step                      hold WS (ps)  instance area [um2]
after floorplan                  424.1                 3004
after detailed placement         450.2                 3018
after CTS                        467.7                 3109
after global placement           445.6                 3018
after global routing             512.4                 3109
final                            466.9                 3109
[area by class of cell]
cell class	count	area share
Clock buffer	5	0.02213
Inverter	14	0.01690
Multi-Input combinational cell	246	0.5642
Timing Repair Buffer	9	0.02897
Clock inverter	3	0.007243
Sequential cell	45	0.3316
Tap cell	72	0.02897
[per-layer routing]
metal / share of wire / wire length, um / vias up / global-route usage
li1: - / - / 1205 / -
met1: 0.49 / 3160 / 1155 / 0.3619
met2: 0.41 / 2655 / 99 / 0.3265
met3: 0.076 / 487 / 14 / 0.05104
met4: 0.021 / 138 / 0 / 0.03455
met5: 0 / 0 / - / 0
[worst max-delay path by stage]
stage	cells after the start	from	to	slack (ps)
CTS	6	count[7]	DATA[0]	3100
global route	6	count[12]	DATA[5]	2810
finish	6	count[12]	DATA[5]	3040
No activity file was given, so power comes from the tool's default toggle rates.
